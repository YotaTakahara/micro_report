`config.mk`:
```
export PLATFORM = sky130hd
export DESIGN_NAME = alu
export DESIGN_NICKNAME = alu
export VERILOG_FILES = /design/flow/design.v
export SDC_FILE = /design/flow/constraint.sdc
export NUM_CORES = 4
export LEC_CHECK = 1
export CORE_UTILIZATION = 40
```
`constraint.sdc`:
```
current_design alu

set clk_period 497.8
set clk_io_pct 0.2

create_clock -name clk0 -period $clk_period

set non_clock_inputs [all_inputs -no_clocks]
set_input_delay [expr $clk_period * $clk_io_pct] -clock clk0 $non_clock_inputs
set_output_delay [expr $clk_period * $clk_io_pct] -clock clk0 [all_outputs]
```
`design.v`:
```
`timescale 1ns / 1ps
module alu(
    input wire[5:0] alucode,
    input wire[31:0] op1,
    input wire [31:0] op2,
    output reg [31:0]alu_result,
    output reg br_taken
    );
    wire[4:0]shift=op2[4:0];
    wire[31:0]op1_abs;
    wire[31:0]op2_abs;
    reg [63:0]mul_ans;
    wire[31:0]abs_ans;
    always @(*)begin
      case(alucode)
      6'd17:begin
         alu_result=op1+op2;
        br_taken=1'b0;
      end
      6'd18:begin
          alu_result=op1-op2;
        br_taken=1'b0;
      end
      6'd19:begin
         alu_result=($signed({op1})<$signed({op2}))?1:0;
        br_taken=1'b0;
      end
      6'd20:begin
          alu_result=(op1<op2)?1:0;
        br_taken=1'b0;
      end
      6'd21:begin
          alu_result=op1^op2;
        br_taken=1'b0;
      end
      6'd22:begin
          alu_result=op1|op2;
        br_taken=1'b0;
      end
      6'd23:begin
          alu_result=op1&op2;
        br_taken=1'b0;
      end
      6'd24:begin
        alu_result=(op1<<shift);
        br_taken=1'b0;
      end
      6'd25:begin
        alu_result=op1>>shift;
        br_taken=1'b0;
      end
      6'd26:begin
        alu_result=$signed({op1})>>>$signed({shift});
        br_taken=1'b0;
      end
      6'd1:begin
        alu_result=op2+32'd4;
        br_taken=1'b1;
      end
      6'd2:begin
        alu_result=op2+32'd4;
        br_taken=1'b1;
      end
      6'd3:begin
        alu_result=32'd0;
        br_taken=(op1==op2)?1'b1:1'b0;
      end
      6'd4:begin
        alu_result=32'd0;
         br_taken=(op1!=op2)?1'b1:1'b0;
      end
      6'd5:begin
        alu_result=32'd0;
        br_taken=($signed({op1})<$signed({op2}))?1'b1:1'b0;
      end
      6'd7:begin
         alu_result=32'd0;
        br_taken=(op1<op2)?1'b1:1'b0;
      end
      6'd6:begin
        alu_result=32'd0;
        br_taken=($signed({op2})<=$signed({op1}))?1'b1:1'b0;
      end
      6'd8: begin
        alu_result=32'd0;
        br_taken=(op2<=op1)?1'b1:1'b0;
      end
      6'd9:begin
        alu_result=op1+op2;
        br_taken=1'b0;
      end
      6'd10:begin
        alu_result=op1+op2;
        br_taken=1'b0;
      end
      6'd11:begin
        alu_result=op1+op2;
        br_taken=1'b0;
      end
      6'd12:begin
        alu_result=op1+op2;
        br_taken=1'b0;
      end
      6'd13:begin
        alu_result=op1+op2;
        br_taken=1'b0;
      end
      6'd14:begin
        alu_result=op1+op2;
        br_taken=1'b0;
      end
      6'd15:begin
        alu_result=op1+op2;
        br_taken=1'b0;
      end
      6'd16:begin
        alu_result=op1+op2;
        br_taken=1'b0;
      end
      6'd0:begin
        alu_result=op2;
        br_taken=1'b0;
      end
      6'd27:begin
        mul_ans=op1*op2;
        alu_result=mul_ans[31:0];
        br_taken=1'b0;
      end
      6'd28:begin
        mul_ans= $signed({op1})*$signed({op2});
        alu_result=mul_ans[63:32];
        br_taken=1'b0;     
      end
      6'd29:begin
         mul_ans= $signed({op1})*op2;
        alu_result=mul_ans[63:32];
        br_taken=1'b0;   
      end
      6'd30:begin
         mul_ans=  op1*op2;
        alu_result=mul_ans[63:32];
        br_taken=1'b0;   
      end
      6'd31:begin
       br_taken=1'b0;  
        case(op2)
        32'd0:alu_result=$signed({32'hffffffff});
        $signed({32'hffffffff}):case(op1)
          $signed({32'hf0000000}):alu_result=32'hf0000000;
       default:alu_result= $signed({$signed({op1})/$signed({op2})}) ;  
        endcase
        default:alu_result= $signed({$signed({op1})/$signed({op2})}) ;  
        endcase
      end
      6'd32:begin
       br_taken=1'b0;  
        case(op2)
        32'd0:alu_result=32'hffffffff;
        default:alu_result=op1/op2;
        endcase
      end
      6'd33:begin
      case(op2)
      32'd0:alu_result=op1;
      $signed({32'hffffffff}):begin
          case(op1)
            $signed({32'h8ffffffe}):alu_result=32'd0;
            default:begin
              if(op1[31]==1'b1) alu_result=-(op1_abs%op2_abs);
              else  alu_result=op1%op2_abs;
          end
          endcase
        end
      default:begin
      if(op1[31]==1'b1) alu_result=-(op1_abs%op2_abs); 
       else  alu_result=op1%op2_abs;
      end
      endcase
       br_taken=1'b0;  
      end
      6'd34:begin
      case(op2)
      32'd0:alu_result=op1;
      $signed({32'hffffffff}):begin
        case(op1)
        $signed({32'h8ffffffe}):alu_result=32'd0;
        default: alu_result=op1%op2;
        endcase
      end
      default:alu_result=op1%op2;
      endcase
       br_taken=1'b0;  
      end
      default:begin
          alu_result=32'b0;
          br_taken=1'b0;
      end
      endcase
    end
    function [31:0]abs;
      input signed [31:0]tmp  ;
      if(tmp<0)abs=-tmp;
      else abs=tmp;
    endfunction
  assign op1_abs=abs(op1);
  assign op2_abs=abs(op2);
endmodule
```
`run.sh`:
```
#!/bin/bash
# OpenROAD 26Q1-2900-gdf79404cd8, Yosys 0.63+post, stock flow scripts
make -C /OpenROAD-flow-scripts/flow DESIGN_CONFIG=/design/flow/config.mk WORK_HOME=/design/flow/orfs finish
```
==> results.cfg <==
; synthesis and place-and-route metrics
[setup_path]
slowest_delay_ps = 1040
cp-end-kind = primary output
cpMostUsedCell = ha_1
required_ps = 398240
cp_slowest_cell = a2111oi_1
crit_type = in -> out
startpoint_type = input port
crit_arrival_ps = 204090
path_max_fanout = 50

[sta]
maxSlewViolCount = 8
final.setup.tns_ps = 0
finalSetupViolations = 0
fmax_mhz = 3.29
hold_ws_ps = 200420
maxSlewHeadroom = -0.0719
setup_slack_ps = 194150
grt_setup_unrepaired = no
finalClockPeriodUsage = 0.610
finalHoldViolations = 0
fin_crit_ps = 303650
worstMarginPinSlew_ps = 1590

[yosys]
synthCells = 16600
synth_area_per_cell_sq_um = 7.47
yosysSeqAreaShare = 0
yosysUniqueCellTypes = 124
ys_area_sq_um = 124000
synth_area_sq_um = 124000
yosys_warnings = 1
ys_cells = 16600

[drt]
wl_um = 636000
wl_per_cell_um = 30.6
drc = 0
dr.pass1.iters = 7
vias_per_cell = 6.19
ant_nets = 0
first_iter_violations = 12800
via_count = 128000

[power_and_ir_drop]
p_switching_mw = 1.39
p_per_area_nw_per_um2 = 16.3
leakagePower_nw = 63.7
swShare = 0.649
p_int_uw = 756
vdd_ir_drop_max_mv = 0.0540

[finish]
n_clock_buffer = 0
areaGrowthSynthToFinish_pct = 6.79
ff_count = 0
seq_area_sq_um = 0
layout-drive-gt1-share = 0.0697

[status]
violations = max-capacitance violations, max-slew violations
status = finished, violations left

[global_routing]
antenna_found_initial = 118
grt_pass1_vias = 125000
grt-ovfl-total = 0
track_usage = 0.421
grt_pass1_wl_um = 907000
grt_max_degree = 56

[cts]
post_cts_buffers = 0
cts_resized = 0
postCtsHoldBufs = 0

[floorplanning]
die_x_um = 558
rows = 203
fp_util = 0.403
coreArea_sq_um = 307000
die_h_um = 558
dieArea_sq_um = 312000
ios = 103

[place]
dp_hpwl_um = 518000
io_buffers = 103
dp_worst_setup_slack_ps = 198300
gp_congestion = 1.15

[min_path]
hp-class = in -> out

[job]
drv_cap = 4
warnings = 134
[metrics by stage]
step	power, mW	std cells	utilization	instance area, sq um
detailed placement	2.06	20700	0.430	132000
floorplan	1.25	16600	-	124000
global route	2.30	20700	0.430	132000
CTS	2.08	20700	0.430	132000
global placement	2.07	20700	0.430	132000
finish	2.15	20800	0.431	132000
[synth_stat cells, types with 128 or more instances]
cell | count | area [sq um]
nor2b_1 | 145 | 907
mux2i_1 | 145 | 1450
a21oi_1 | 1079 | 5400
buf_1 | 180 | 676
a21o_1 | 399 | 3000
nand2b_1 | 128 | 801
nand4_1 | 156 | 976
o21ai_0 | 777 | 3890
a31oi_1 | 169 | 1060
clkbuf_1 | 453 | 1700
ha_1 | 1612 | 20200
xor2_1 | 313 | 2740
o211ai_1 | 144 | 1080
xnor2_1 | 684 | 5990
nand3_1 | 340 | 1700
o21a_1 | 293 | 2200
nor3_1 | 431 | 2160
nor2_1 | 1609 | 6040
fa_1 | 1474 | 29500
nand2_1 | 1978 | 7420
inv_1 | 1870 | 7020
[layer usage]
metal,global-route usage,routed length [um]
met1,0.541,244000
met2,0.579,256000
met3,0.192,85500
met4,0.247,48900
met5,0.0360,2020
[placed cells by master (no fill, tap or decap), drive strengths merged, types with 93 or more instances in the layout]
cell type	netlist	routed
nand4	159	159
a21o	399	399
inv	1885	1886
buf	232	656
nor2	1614	1614
mux2i	145	145
a31oi	171	171
a21oi	1081	1081
mux2	122	122
xor2	313	313
o21bai	118	118
nor2b	145	145
o31ai	121	121
nand3	345	345
a211oi	116	116
fa	1474	1474
o211ai	148	148
nand2b	128	128
xnor2	685	685
o21ai	826	826
nand2	1979	1979
ha	1612	1612
and3	96	96
or3	128	128
o21a	293	293
nor4	93	93
nor3	451	451
[layout make-up]
| cell class | count | area (sq um) |
|---|---|---|
| Fill cell | 31600 | 175000 |
| Timing Repair Buffer | 698 | 5220 |
| Multi-Input combinational cell | 14000 | 114000 |
| Antenna cell | 67 | 168 |
| Inverter | 1911 | 7180 |
| Tap cell | 4100 | 5130 |
[logic make-up (layout without fill, tap and decap cells)]
logic type | count (synthesis) | in the layout | synth area share
AND/OR/NAND/NOR | 5474 | 5474 | 0.202
AND-OR/OR-AND | 4133 | 4133 | 0.221
adder cells (fa/ha/maj) | 3086 | 3086 | 0.401
buffers and inverters | 2596 | 2609 | 0.0795
XOR/XNOR | 998 | 998 | 0.0707
multiplexers | 281 | 281 | 0.0254
other | 2 | 69 | 0.0000607
[path summary, 6_finish.rpt]
kind,from,end,slack (ps),cells past startpoint
setup / recovery,op2[4],alu_result[30],194150,352
hold / removal,op1[13],alu_result[13],200420,6
[critical path: cells and delay by family]
| kind | cells | cell delay [ps] |
|---|---|---|
| AND-OR/OR-AND | 173 | 54670 |
| buffers and inverters | 35 | 8490 |
| AND/OR/NAND/NOR | 112 | 30050 |
| adder cells (fa/ha/maj) | 31 | 10440 |
| multiplexers | 1 | 380 |
Power is estimated from default activity; no workload was simulated.
