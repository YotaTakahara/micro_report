## design/flow/run.sh

```bash
#!/bin/bash
# OpenROAD 26Q1-2900-gdf79404cd8, Yosys 0.63+post, stock flow scripts
make -C /OpenROAD-flow-scripts/flow DESIGN_CONFIG=/design/flow/config.mk WORK_HOME=/design/flow/orfs finish
```

## design/flow/config.mk

```make
export PLATFORM = sky130hd
export DESIGN_NAME = reg_file
export DESIGN_NICKNAME = reg_file
export VERILOG_FILES = /design/flow/design.v
export SDC_FILE = /design/flow/constraint.sdc
export NUM_CORES = 4
export LEC_CHECK = 1
export CORE_UTILIZATION = 30
```

## design/flow/constraint.sdc

```tcl
current_design reg_file

set clk_period 10.0
set clk_io_pct 0.2

create_clock -name clk0 -period $clk_period [get_ports {clk}]

set non_clock_inputs [all_inputs -no_clocks]
set_input_delay [expr $clk_period * $clk_io_pct] -clock clk0 $non_clock_inputs
set_output_delay [expr $clk_period * $clk_io_pct] -clock clk0 [all_outputs]
```

## design/flow/design.v

```verilog
`timescale 1ns / 1ps
module reg_file( clk,reg_we,rs1_addr,rs2_addr,w_addr
  ,rs1_data,rs2_data,w_data
);
input clk,reg_we;
input [4:0]rs1_addr,rs2_addr,w_addr;
input [31:0]w_data;
output wire[31:0]rs1_data,rs2_data;
reg[31:0]mem[0:31];
 initial begin
 mem[0]=32'd0;
 end
  always @(posedge clk)begin
    if(reg_we)begin
       if(w_addr!=5'd0)mem[w_addr]=w_data;
    end
  end
  assign   rs1_data=mem[rs1_addr];
  assign   rs2_data=mem[rs2_addr];
endmodule
```

==> results.rst <==
Physical design figures
=======================

.. list-table::
   :header-rows: 1

   * - Metric
     - Value
   * - Final Max Tran Viols
     - 0
   * - Detailed Routing Iterations Pass 1
     - 5
   * - Chip footprint
     - 0.164 sq mm
   * - Sequential element share of the synthesized area
     - 63.1%
   * - Ratio of cells with drive above 1 in the final layout
     - 8.89%
   * - Die extent in y
     - 405 microns
   * - Startpoint type of the worst setup path
     - primary input
   * - Peak supply drop
     - 0.146 mV
   * - Total I/O pin count
     - 113
   * - Maximum clock rate
     - 135 MHz
   * - Worst path slowest cell
     - clkdlybuf4s50_1
   * - Delay of the slowest cell on the worst path
     - 630 ps
   * - Unrepaired setup endpoints after global routing
     - no
   * - P&R area growth vs syn
     - 14.4%
   * - Cell row count
     - 147
   * - Global-route wire length before repair
     - 218000 microns
   * - Maximum number of pins on one net before global-route repair
     - 95
   * - Cells taking the most area after synthesis
     - edfxtp_1 (63%), mux2i_1 (21%), a22oi_1 (3.0%), a22o_1 (2.3%), nand3_1 (2.0%)
   * - Fin area
     - 0.0558 sq mm
   * - Power density over the cells
     - 169 mW/mm^2
   * - Die W
     - 405 microns
   * - Worst slew slack as a fraction of its limit
     - 39.3%
   * - Count of tool warnings
     - 26
   * - Hold path depth
     - 2
   * - Antenna violations before repair
     - 16
   * - Post-synthesis instance area
     - 0.0488 sq mm
   * - Post-synth EDFFs
     - 1024
   * - Max-area cell share
     - 63.1%
   * - Top cell types by occurrence after synthesis
     - edfxtp_1 (1024), mux2i_1 (1024), nand2_1 (195)
   * - Fill cell count
     - 15.2k
   * - Ys async rst share
     - 0%
   * - Result of the run
     - complete, no violations
   * - Number of global-route vias before repair
     - 32.1k
   * - CTS tree
     - built
   * - Internal Pwr Total
     - 7250 uW
   * - Max Cap Viol
     - 0
   * - Number of setup violations in the final report
     - 0
   * - Required time at the worst-slack endpoint
     - 8000 ps
   * - Post-Layout Cell Count
     - 5748
   * - Number of H-tree branching levels
     - 3
   * - Core Box Area
     - 0.161 sq mm
   * - Total congestion overflow
     - 0
   * - Total Negative Setup Slacks
     - 0 ps
   * - Net switching power figure
     - 2180 uW
   * - Number of clock buffers inserted by TritonCTS
     - 101
   * - Mapped Avg Cell Area
     - 14.4 sq um
   * - Static Leak
     - 0.0202 uW
   * - Clock buffer depth
     - 3
   * - DRC violation count after routing
     - 0
   * - Via-per-instance ratio
     - 5.36
   * - HPWL Detailed
     - 82000 microns
   * - Cell count after synthesis
     - 3386
   * - Count of yosys warnings during synthesis
     - 1
   * - Switching Fraction
     - 23.1%
   * - Power share of the combinational group
     - 9.4%
   * - Largest area contributor in the netlist
     - edfxtp_1
   * - Instance area after placement
     - 0.0526 sq mm
   * - Critical Path Sink Type
     - output pin
   * - Buffers on Ports
     - 112
   * - Post-CTS setup repair buffer count
     - 0
   * - DP Cell Count
     - 5564
   * - Final min period
     - 7410 ps
   * - Total via count in the routed design
     - 30.8k
   * - Critical Path, Cell by Cell
     - clkdlybuf4s50_1, nor2b_4, buf_4, buf_4, a22o_1, nor3_1, a31oi_1, nand3_1, clkdlybuf4s50_1
   * - Maximum fanout count along the critical path
     - 30
   * - Overall power after layout
     - 9430 uW
   * - Chip area estimate from yosys synthesis
     - 0.0488 sq mm
   * - Clk Tree Root Cell
     - clkbuf_16
   * - Primary FF master, synth
     - edfxtp_1
   * - Final wirelength
     - 154000 microns
   * - Number of synthesized register bits
     - 1024
   * - Distinct cell type count of the synthesized netlist
     - 24
   * - Portion of the clock cycle consumed by the worst path in the final layout
     - 74.1%
   * - FP Util
     - 30.3%
   * - Clk pin slew, worst setup/hold paths
     - 60 ps
   * - Sink count of the clock tree
     - 1024
   * - Type of the worst min-delay path
     - primary input to flip-flop
   * - Final Hold Vio Count
     - 0
   * - Routability Congestion
     - 0.847
   * - Share of total power in sequential cells
     - 51.0%
   * - Worst setup path category
     - primary input to output pin
   * - Number of cells in the yosys synthesis report
     - 3386
   * - Worst-Margin Slew
     - 908 ps
   * - Post-cts hold-fix buffer tally
     - 0
   * - Number of flip-flops in the largest register
     - 1024
   * - Number of DRC markers after the initial detailed-route iteration
     - 2051
   * - Number of routed nets with antenna violations
     - 0
   * - All-Layer GR Usage
     - 19.6%
   * - Clock share of power
     - 39.6%
   * - Resized Gates After CTS
     - 0
   * - Arrival time of data at the critical path endpoint
     - 5410 ps
   * - Routed length per placed instance
     - 26.7 microns
## logic make-up after synthesis
| family | Yosys count | synth area share, % |
|---|---|---|
| AND-OR/OR-AND | 576 | 8.05 |
| multiplexers | 1024 | 21.0 |
| AND/OR/NAND/NOR | 508 | 4.71 |
| buffers and inverters | 253 | 3.15 |
| other | 1 | 0.00769 |
| flip-flops | 1024 | 63.1 |
## placed cells by master, fill, tap and decap left out, types with 11 or more instances in the layout
cell / count
mux2i_1: 1024
a22oi_1: 192
buf_4: 117
nand3_1: 194
clkdlybuf4s50_1: 110
clkinv_2: 18
clkinv_1: 22
a22o_1: 128
buf_12: 11
clkbuf_16: 104
nand2_1: 193
clkbuf_1: 22
a31oi_1: 64
edfxtp_1: 1024
nor3_1: 64
a21oi_1: 192
conb_1: 32
nor2_4: 33
## worst max-delay path, delay by kind of cell
| family | cells | cell delay (ps) |
|---|---|---|
| buf+inv | 4 | 2100 |
| simple gates | 3 | 860 |
| compound gates | 2 | 400 |
## power by group through the flow
stage | combinational, uW | sequential [uW] | clock (uW)
global route | 940 | 4820 | 3930
finish | 882 | 4810 | 3730
CTS | 881 | 4810 | 3790
## final timing paths
| path | from | to | slack [ps] |
|---|---|---|---|
| setup / recovery | rs1_addr[2] | rs1_data[25] | 2590 |
| hold / removal | w_data[8] | mem[18][8]$_DFFE_PP_ | 2110 |
## metal layers
layer / global-route usage (%) / share of wire [%] / up-vias
met5: 1.40 / 0.26 / -
met4: 4.55 / 2.8 / 35
met3: 13.5 / 16 / 291
met2: 28.7 / 44 / 1738
met1: 23.8 / 37 / 15200
li1: - / - / 13600
## cell type report
| class | instances | area [sq um] | area share, % |
|---|---|---|---|
| sequential | 1024 | 30700 | 55.1 |
| multi-input combinational | 2140 | 16900 | 30.3 |
| tap | 2160 | 2700 | 4.85 |
| clock buffer | 126 | 2690 | 4.81 |
| timing repair buffer | 240 | 2230 | 4.00 |
| clock inverter | 57 | 515 | 0.924 |
| antenna | 1 | 2.50 | 0.00449 |
## per-stage QoR
step,worst slack [ps],hold slack (ps),util (%)
final,2590,2110,34.7
after floorplan,4950,2100,-
after detailed placement,2600,2830,32.7
after global routing,2480,2130,34.7
after global placement,2630,2830,32.7
after CTS,2610,2080,34.7
Power and IR drop assume default switching activity.
