File: flow/config.mk
export PLATFORM = sky130hd
export DESIGN_NAME = alu1
export DESIGN_NICKNAME = alu1
export VERILOG_FILES = /design/flow/design.v
export SDC_FILE = /design/flow/constraint.sdc
export NUM_CORES = 4
export LEC_CHECK = 1
export CORE_UTILIZATION = 30
File: flow/constraint.sdc
current_design alu1

set clk_period 275.9
set clk_io_pct 0.2

create_clock -name clk0 -period $clk_period

set non_clock_inputs [all_inputs -no_clocks]
set_input_delay [expr $clk_period * $clk_io_pct] -clock clk0 $non_clock_inputs
set_output_delay [expr $clk_period * $clk_io_pct] -clock clk0 [all_outputs]
File: flow/design.v
`timescale 1ns / 1ps
module alu1(
    input wire[5:0] alucode,
    input wire[31:0] op1,
    input wire [31:0] op2,
    output wire [31:0]alu_result,
    output wire br_taken
    );
    wire[4:0]shift=op2[4:0];
    wire[31:0]op1_abs;
    wire[31:0]op2_abs;
 function [31:0]calc;
   input [5:0]alucode;
   input [31:0]op1,op2;
   input[4:0]shift;
   input [31:0]op1_abs;
   input [31:0]op2_abs;
   reg[64:0]mul_ans;
   case(alucode)
    6'd17:calc=op1+op2;
    6'd18:calc=op1-op2;
    6'd19:calc=($signed({op1})<$signed({op2}))?1:0;
    6'd20:calc=(op1<op2)?1:0;
    6'd21:calc=op1^op2;
    6'd22:calc=op1|op2;
    6'd23:calc=op1&op2;
    6'd24:calc=(op1<<shift);
    6'd25:calc=op1>>shift;
    6'd26:calc=$signed({op1})>>>$signed({shift});
    6'd1,6'd2:calc=op2+32'd4;
    6'd9, 6'd10,6'd11,6'd12, 6'd13,6'd14,6'd15, 6'd16:calc=op1+op2;
    6'd0:calc=op2;
    6'd27:begin
        mul_ans=op1*op2;
        calc=mul_ans[31:0];
    end
    6'd28:begin
        mul_ans=$signed({op1})*$signed({op2});
        calc=mul_ans[63:32];
    end
    6'd29:begin
        mul_ans= $signed({op1})*op2;
        calc=mul_ans[63:32];
    end
    6'd30:begin
        mul_ans=  op1*op2;
        calc=mul_ans[63:32];
    end
    6'd31:begin
      if(op2==32'd0)calc=$signed({32'hffffffff});
      else if(op2==$signed({32'hffffffff}) && op1==$signed({32'hf0000000}))calc=32'hf0000000;
      else calc=$signed({$signed({op1})/$signed({op2})}) ;  
    end
    6'd32:calc=(op2==32'd0)?32'hffffffff:op1/op2;
    6'd33:begin
      if(op2==32'd0)calc=op1;
      else if(op2==$signed({32'hffffffff}) && op1==$signed({32'h8ffffffe}))calc=32'd0;
      else if(op1[31]==1'b1)calc=-(op1_abs%op2_abs);
      else calc=op1%op2_abs;
    end
    6'd34:begin
      if(op2==32'd0)calc=op1;
      else if(op2==$signed({32'hffffffff}) &&op1==$signed({32'h8ffffffe}))calc=32'd0;
      else calc=op1%op2;
    end
    default:calc=32'd0;
   endcase
 endfunction
 function jump;
     input[5:0]alucode;
     input [31:0]op1,op2;
     case(alucode)
     6'd1,6'd2:jump=1'b1;
     6'd3:jump=(op1==op2)?1'b1:1'b0;
     6'd4:jump=(op1!=op2)?1'b1:1'b0;
     6'd5:jump=($signed({op1})<$signed({op2}))?1'b1:1'b0;
     6'd7:jump=(op1<op2)?1'b1:1'b0;
     6'd6:jump=($signed({op2})<=$signed({op1}))?1'b1:1'b0;
     6'd8:jump=(op2<=op1)?1'b1:1'b0;
     default:jump=1'b0;
     endcase
 endfunction
 function [31:0]abs;
      input signed [31:0]tmp  ;
      if(tmp<0)abs=-tmp;
      else abs=tmp;
    endfunction
  assign op1_abs=abs(op1);
  assign op2_abs=abs(op2);
assign alu_result=calc(alucode,op1,op2,shift,op1_abs,op2_abs);
assign br_taken=jump(alucode,op1,op2);
endmodule
File: flow/run.sh
#!/bin/bash
# OpenROAD 26Q1-2900-gdf79404cd8, Yosys 0.63+post, stock flow scripts
make -C /OpenROAD-flow-scripts/flow DESIGN_CONFIG=/design/flow/config.mk WORK_HOME=/design/flow/orfs finish
==> results.txt <==
Notes on the flow outputs.

- In the final report, the number of pins over their slew limit comes to 3.
- The total leakage power reads between 60 and 70 nW.
- The total internal power reads around 1.3 mW.
- The total area of sequential cells reads 0 sq um.
- The share of the cycle needed by the critical path after routing reads about four fifths.
- The count of fill cells added during filler insertion reads approximately 43000.
- Yosys attributes the largest share of cell area to sky130_fd_sc_hd__fa_1, sky130_fd_sc_hd__ha_1, sky130_fd_sc_hd__nand2_1, sky130_fd_sc_hd__inv_1, sky130_fd_sc_hd__nor2_1.
- The endpoint class of the critical path reads an output pin.
- The switching power summed over all nets is roughly 2.2 mW.
- The placer's final routability congestion estimate reads 1.10.
- The total congestion overflow is 0.
- The OpenROAD report gives the critical path a data arrival time of between 150000 and 200000 ps.
- The met1 track demand over resource in global routing reads roughly two fifths.
- The sum of negative setup slack is 0 ps.
- The share of cells above drive strength 1 is ~7.3%.
- The report gives the cell count of the worst hold path as 6.
- Per the final timing report, the hold violations number 0.
- The launch instance of the worst min-delay path is op1[16].
- The worst hold path belongs to the class in2out.
- Synthesis produced between 15000 and 20000 cells.
- The largest incremental delay on the critical path reads between 1000 and 1500 ps.
- Per the run report, area growth between synthesis and finish was 8.18%.
- The area of the core is between 400000 and 500000 sq um.
- The number of maximum-capacitance constraint violations reads 1.
- The maximum clock frequency is 4.62 MHz.
- The pin count of the biggest net entering global routing is 60.
- Total power normalized to cell area comes to around 27 nW/um^2.
- The worst-margin pin slew reads 1510 ps.
- Across every metal layer, demand over resource in global routing totals about a third.
- The post-detailed-route via-to-cell ratio reads ~5.7.
- The required time of the critical path reads around 220000 ps.
- The relative max-transition margin is -1.26%.
- Summing over the stages, the warning tally comes to approximately 130.
- The met3 global-route usage is about 11%.
- By instance count after routing, the leading logic cell types are sky130_fd_sc_hd__nand2_1, sky130_fd_sc_hd__inv_1, sky130_fd_sc_hd__nor2_1.
- The full die area reads ~410000 sq um.
- Before any placement, the netlist area is recorded as between 100000 and 150000 sq um.
- Setup repair after global routing left no endpoint under its margin.
- The power report shows net switching accounting for 62.6% of the total.
- The first-pass GRT wire length reads ~910000 um.
- The number of antenna violations at the first check in global routing is roughly 61.
- The number of hold buffers added after CTS reads 0.
- The critical path startpoint category reads an input port.
- The most utilized layer in the global route result is met2.
- Per the placement log, port buffering inserted around 100 buffers.
- The violation tally recorded at the end of detailed-routing iteration 0 is between 10000 and 15000.
- The leading cell type in the layout, fill and taps excluded reads sky130_fd_sc_hd__nand2_1.
- The maximum fanout count along the critical path is ~60.
- The share of the synthesized area in the top cell type reads a little under a quarter.
- The maximum vdd drop reads around 0.1 mV.
- The endpoint of the worst hold path is reported as alu_result[16].
- The final critical-path required period is 216460 ps.
- The HPWL after detailed placement is ~530000 um.
- The flow ran to the end, but the final reports show violations.
- The I/O pin total is about 100.
- The final reports fail on max-capacitance violations, max-slew violations.
- The slowest cell on the critical path is sky130_fd_sc_hd__nor4_1.
- The library cell appearing most often on the critical path reads sky130_fd_sc_hd__a21oi_1.
- The number of cells in Yosys stat reads about 16000.
- The met2 track demand over resource is 46.0%.
- The number of placement rows is between 200 and 250.
- The horizontal die dimension reported for this design is between 600 and 700 um.
- The total number of vias is about 130k.
- The mean area per synthesized cell is 7.47 sq um.
- The startpoint-to-endpoint class of the critical path reads in2out.
- Warnings reported by Yosys during synthesis add up to 1.
- The top cell type by total area after synthesis is sky130_fd_sc_hd__fa_1.
- The completed layout was analyzed and its total power is around 3.6 mW.
- The distinct cell type count after synthesis is approximately 120.
- The number of global-route vias before repair is between 100k and 150k.
- The stat command in Yosys gives a chip area of about 120000 sq um.
- The clock buffers instantiated in the layout total 0.
- In the final routed layout, each cell accounts on average for between 20 and 30 um.
- Per the post-route antenna check, the number of violating nets is 0.
- The sequential cell count of the final layout reads 0.
- In the routed design, unresolved DRC markers number 0.
- The starting utilization of the core area reads between 30 and 40%.
- The floorplan die height reads 643 um.
- Per the repair_timing log after CTS, setup buffers inserted total 0.
- The final tally of setup violations is 0.
- Per the detailed-route log, wirelength across all metal layers totals approximately 640000 um.
- For this run, the register share of the synthesized area comes to 0%.
- The count of TritonRoute iterations in the first routing pass reads 8.
- The number of gates resized after cts reads 0.
- Leaving out buffers and inverters, the combinational logic in the layout accounts for between 100000 and 150000 sq um.
==> how the worst max path moves through the flow <==
stage	startpoint	end	slack [ps]	cells after the start
4_1_cts	op2[1]	alu_result[28]	60900	362
5_1_grt	op2[1]	alu_result[28]	54110	365
6_report	op2[1]	alu_result[28]	59440	364
==> critical path, delay by kind of cell <==
kind	cells	cell delay, ps
AOI/OAI and AO/OA	208	56770
and+or+nand+nor	79	23270
adders and majority gates	34	11010
buffers and inverters	31	9020
muxes	11	4980
xor gates and xnor gates	1	640
==> per-stage QoR <==
step	hold slack [ps]	setup WS [ps]	std cells	cell area, sq um	utilization (%)
CTS	111680	60900	21935	133000	32.7
floorplan	110620	77100	16480	123000	-
finish	111700	59440	21973	133000	32.7
global route	111700	54110	21950	133000	32.7
global placement	111670	60010	21935	133000	32.7
detailed placement	111670	61380	21935	133000	32.7
==> power groups by stage <==
stage | Clock [mW] | Sequential [mW] | Combinational (mW)
after CTS | 0 | 0 | 3.53
after global routing | 0.00000000690 | 0 | 3.88
==> metal layers <==
metal / up-vias / routed length, um
li1: 57090 / -
met1: 61171 / 254000
met5: - / 694
met3: 1490 / 69700
met4: 30 / 47000
met2: 6296 / 272000
==> layout make-up <==
class | count | share of cell area [%]
Antenna cell | 37 | 0.0695
Tap cell | 5428 | 5.10
Timing Repair Buffer | 729 | 4.11
Multi-Input combinational cell | 13917 | 85.5
Inverter | 1862 | 5.25
==> cells by family after synthesis <==
logic type / share of synthesized area (%)
mux: 2.70
fa+ha+maj: 40.3
compound gates: 21.6
buf+inv: 7.94
other cells: 0.00610
xor+xnor: 6.94
simple gates: 20.5
==> cells in the mapped netlist (94+ instances only) <==
cell type	count
sky130_fd_sc_hd__mux2_2	148
sky130_fd_sc_hd__nand4_1	154
sky130_fd_sc_hd__o21a_1	309
sky130_fd_sc_hd__o21bai_1	94
sky130_fd_sc_hd__nor3_1	408
sky130_fd_sc_hd__nor2b_1	148
sky130_fd_sc_hd__a21oi_1	1088
sky130_fd_sc_hd__nand2_1	1966
sky130_fd_sc_hd__and3_1	110
sky130_fd_sc_hd__and2_1	112
sky130_fd_sc_hd__buf_1	185
sky130_fd_sc_hd__nand2b_1	117
sky130_fd_sc_hd__xnor2_1	642
sky130_fd_sc_hd__a31oi_1	169
sky130_fd_sc_hd__nor2_1	1641
sky130_fd_sc_hd__a211oi_1	132
sky130_fd_sc_hd__o21ai_0	759
sky130_fd_sc_hd__o211ai_1	125
sky130_fd_sc_hd__mux2i_1	125
sky130_fd_sc_hd__inv_1	1824
sky130_fd_sc_hd__nand3_1	325
sky130_fd_sc_hd__clkbuf_1	452
sky130_fd_sc_hd__o31ai_1	108
sky130_fd_sc_hd__or2_2	99
sky130_fd_sc_hd__ha_1	1612
sky130_fd_sc_hd__a21o_1	388
sky130_fd_sc_hd__or3_1	140
sky130_fd_sc_hd__xor2_1	334
sky130_fd_sc_hd__fa_1	1474
No activity file was given, so power comes from the tool's default toggle rates.
